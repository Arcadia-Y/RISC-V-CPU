File: design/flow/design.v
module display_ctrl
#(
	parameter SYS_CLK_FREQ         = 100000000,
	parameter DISPLAY_REFRESH_RATE =   5000000
)
(
	input  wire        clk,
	input  wire        rst,
	input  wire        en,
	input  wire [15:0] val,
	output reg  [ 6:0] seg,
	output reg         dp,
	output reg  [ 3:0] an
);
reg [19:0] cnt;
always @(posedge clk or posedge rst) begin 
	if(rst)
		cnt <= 0;
	else
		cnt <= cnt + 1;
end 
reg  [3:0] digit;
wire [1:0] d_num;
assign d_num[1:0] = cnt[19:18];
always @(*) begin
	if (rst || !en) begin
		digit = 4'b0;
	end else begin
		case (d_num)
			2'b00: digit = val[ 3: 0];
			2'b01: digit = val[ 7: 4];
			2'b10: digit = val[11: 8];
			2'b11: digit = val[15:12];
		endcase
	end
end
always @(*) begin
    if (rst || !en) begin
		an = 4'b1111;
	end else begin
		case (d_num)
			2'b00: an = 4'b1110;
			2'b01: an = 4'b1101;
			2'b10: an = 4'b1011;
			2'b11: an = 4'b0111;
		endcase
	end
end
always @(*) begin
    if (rst || !en) begin
      	{seg, dp} = 8'b11111111;
	end else begin
		case (digit)
			4'h0: {seg, dp} = 8'b10000001;
			4'h1: {seg, dp} = 8'b11110011;
			4'h2: {seg, dp} = 8'b01001001;
			4'h3: {seg, dp} = 8'b01100001;
			4'h4: {seg, dp} = 8'b00110011;
			4'h5: {seg, dp} = 8'b00100101;
			4'h6: {seg, dp} = 8'b00000101;
			4'h7: {seg, dp} = 8'b11110001;
			4'h8: {seg, dp} = 8'b00000001;
			4'h9: {seg, dp} = 8'b00100001;
			4'ha: {seg, dp} = 8'b00010001;
			4'hb: {seg, dp} = 8'b00000111;
			4'hc: {seg, dp} = 8'b10001101;
			4'hd: {seg, dp} = 8'b01000011;
			4'he: {seg, dp} = 8'b00001101;
			4'hf: {seg, dp} = 8'b00011101;
		endcase
	end
end
endmodule : display_ctrl
File: design/flow/run.sh
#!/bin/bash
# OpenROAD 26Q1-2900-gdf79404cd8, Yosys 0.63+post, stock flow scripts
make -C /OpenROAD-flow-scripts/flow DESIGN_CONFIG=/design/flow/config.mk WORK_HOME=/design/flow/orfs finish
File: design/flow/config.mk
export PLATFORM = sky130hd
export DESIGN_NAME = display_ctrl
export DESIGN_NICKNAME = display_ctrl
export VERILOG_FILES = /design/flow/design.v
export SDC_FILE = /design/flow/constraint.sdc
export NUM_CORES = 4
export LEC_CHECK = 1
export CORE_AREA = 10 10 94 94
export DIE_AREA = 0 0 104 104
File: design/flow/constraint.sdc
current_design display_ctrl

set clk_period 3.9
set clk_io_pct 0.2

create_clock -name clk0 -period $clk_period [get_ports {clk}]

set non_clock_inputs [all_inputs -no_clocks]
set_input_delay [expr $clk_period * $clk_io_pct] -clock clk0 $non_clock_inputs
set_output_delay [expr $clk_period * $clk_io_pct] -clock clk0 [all_outputs]
==> flow_summary.ini <==
; generated from flow reports
[floorplanning]
dieWidth_microns = 104
dieArea_sq_um = 10820
die_h_microns = 104
coreArea_sq_um = 6832
io_pins = 31
num_rows = 30
initial_core_util = 0.1907

[logic_synthesis]
syn_inst = 125
ys_seq_share = 0.3842
flop_cell = dfrtp_1
yosys_area_sq_um = 1302
mux_share = 0.09606
edf_count = 0
yosysUniqueCellTypes = 35
ys_cells = 125
synth_area_sq_um = 1302
synthAoiAreaFrac = 0.07012
synthSimpleGateAreaFrac = 0.1940
avgSynthCellArea_sq_um = 10.42
async_flop_share = 1.000
synth_warnings = 1
fa_ha_area_frac = 0.06724
synth.logic.top_family = simple AND/OR/NAND/NOR gates
xor_share = 0.1210
ys_seq_elements = 20

[timing]
fin_crit_ns = 3.792
worst_pin_slew_ns = 0.6150
finalSetupViolations = 0
fin_crit_sh = 0.9722
slew_headroom = 0.5869
fmax_mhz = 263.7
finClkSkew_ns = 0.007056
drv_slew = 0
hold_viol_final = 0
timing.hold.ws_ns = 0.4674

[power_and_ir_drop]
seqPwrFrac = 0.431
power_density_nw_per_um2 = 263.8
power.share.clock = 0.425
switching_power_uw = 94.56
leakagePower_nw = 0.7375
vdd_ir_drop_max_mv = 0.1999
p_int_uw = 386.0
swShare = 0.1968
comb_power_share = 0.144
finalPower_uw = 480.5

[clock_tree]
cts_buffer_depth = 2
clock_latency_ns = 0.26
cts_sinks = 20
numCtsBuffers = 3
clk_pin_slew_ns = 0.08
htreeDepth = 1
cts_root_buf = clkbuf_8
cts_tree = done
hold_buffers = 0

[detailed_routing]
drt_wl_total_mm = 3.001
drc = 0
viasPerCell = 4.027
wl_per_cell_microns = 11.72
dr.pass1.iters = 4
drtIter0Drc = 52
insertedDiodeCount = 0
ant_nets = 0
vias = 1031

[critical_path]
crit_top_cell = clkdlybuf4s50_1
cp-end-kind = output port
arrival_ns = 3.01
cp-startpoint = val[12]
slowest_delay_ns = 0.51
crit_path_start_kind = primary input
cp_cell_sequence = clkdlybuf4s50_1, mux4_2, nand2_1, inv_1, ha_1, buf_4, o21ai_0, clkdlybuf4s50_1
required_ns = 3.12
critPathKind = in2out
crit_fanout = 4
rr_startpoint = cnt[0]
cp_slowest_cell = clkdlybuf4s50_1
rr_worst_depth = 5

[run]
warnings = 30
maxCapViolations = 0

[global_route]
grt_pass1_vias = 1019
grt_usage = 0.05559
grt_max_degree = 21
antenna_found_initial = 0
grt_pass1_wl_mm = 5.092
overflow = 0

[placed_design]
place_congestion = 0.9039
placed_area_sq_um = 1704
portBuffers = 29
dp_hpwl_mm = 2.262

[final_layout]
lay_top_cells = clkdlybuf4s50_1 (26), dfrtp_1 (20), xnor2_1 (16)
postLayoutCellArea_sq_um = 1822
layout_top_cell = clkdlybuf4s50_1
largest_reg_flops = 20
layout-drive-gt1-share = 0.1500
top_register = cnt
top_regs = cnt x20
syn2layout_area_growth_pct = 39.87

[status]
status = finished, final reports clean

[hold_path]
holdPathStages = 1
hp-start = cnt[17]
min_path_type = reg2reg
==> what timing repair did <==
| item | 4_1_cts | 5_1_grt |
|---|---|---|
| resized | 1 | 8 |
| setup buffers | 0 | 1 |
| setup endpoints to repair | 2 | 3 |
| pin swaps | 0 | 1 |
==> worst max-delay path, delay by kind of cell <==
family	cells	cell delay, ns
buffers and inverters	4	1.14
muxes	1	0.49
AOI/OAI and AO/OA	1	0.23
adders and majority gates	1	0.20
and+or+nand+nor	1	0.18
==> through the flow <==
| step | cells | TNS (ns) | worst slack (ns) | util |
|---|---|---|---|---|
| floorplan | 125 | 0 | 0.9469 | - |
| global placement | 251 | -0.01237 | -0.01237 | 0.2495 |
| detailed placement | 251 | -0.05952 | -0.03113 | 0.2495 |
| CTS | 255 | 0 | 0.03874 | 0.2593 |
| global route | 256 | -0.006988 | -0.006988 | 0.2667 |
| finish | 256 | 0 | 0.1083 | 0.2667 |
==> worst paths after layout <==
kind	end	slack, ns
max reg2reg	cnt[12]	2.21
min reg2reg	cnt[17]	0.47
min	cnt[17]	0.47
max in group asynchronous	cnt[6]	2.77
min in group asynchronous	cnt[19]	0.92
max	seg[2]	0.11
==> synth_stat cells, drive strengths merged (3+ instances only) <==
cell     n  area share
a31oi    3       0.014
mux4     4       0.072
a21oi    3       0.012
o21ai    4       0.015
nand2   12       0.035
buf      3       0.023
dfrtp   20        0.38
ha       7       0.067
xnor2   16        0.11
nand4    5       0.024
nor2     7       0.020
clkbuf   3       0.024
inv      6       0.017
nand3    8       0.031
==> area by class of cell <==
type	instances	area, sq um
clock buffers	3	41.29
clock inverters	1	30.03
fillers	735	5010
inverters	6	22.52
multi-input cells	93	749.5
flip-flops and latches	20	500.5
well taps	96	120.1
repair buffers	37	357.8
==> logic make-up after synthesis <==
family	count (synthesis)
buf+inv	12
flops	20
other cells	1
xor+xnor	18
mux	7
fa+ha+maj	7
compound gates	14
simple gates	46
==> power groups by stage <==
stage | registers [mW] | logic (mW) | clock network, mW
after CTS | 0.207 | 0.0659 | 0.213
after global routing | 0.207 | 0.0760 | 0.221
final | 0.207 | 0.0691 | 0.204
==> layer usage <==
metal  vias to the layer above  global-route usage  part of all wire
met2                        27             0.08018              0.41
met3                         2             0.01629             0.047
met1                       500             0.08343              0.53
met5                         -                   0                 0
li1                        502                   -                 -
met4                         0            0.003976            0.0070
Power and IR drop assume default switching activity.
